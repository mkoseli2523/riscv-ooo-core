### design/flow/config.mk
export PLATFORM = sky130hd
export DESIGN_NAME = dp_ff_array
export DESIGN_NICKNAME = dp_ff_array
export VERILOG_FILES = /design/flow/design.v
export SDC_FILE = /design/flow/constraint.sdc
export NUM_CORES = 4
export LEC_CHECK = 1
export CORE_UTILIZATION = 50
### design/flow/constraint.sdc
current_design dp_ff_array

set clk_period 2.5
set clk_io_pct 0.2

create_clock -name clk0 -period $clk_period [get_ports {clk0}]

set non_clock_inputs [all_inputs -no_clocks]
set_input_delay [expr $clk_period * $clk_io_pct] -clock clk0 $non_clock_inputs
set_output_delay [expr $clk_period * $clk_io_pct] -clock clk0 [all_outputs]
### design/flow/design.v
interface mem_itf_w_mask #(
    parameter               CHANNELS = 1,
    parameter               DWIDTH = 32,
    parameter               MWIDTH = DWIDTH / 8
)(
    input   bit             clk,
    input   bit             rst
);
    logic   [31:0]          addr    [CHANNELS];
    logic   [MWIDTH-1:0]    rmask   [CHANNELS];
    logic   [MWIDTH-1:0]    wmask   [CHANNELS];
    logic   [DWIDTH-1:0]    rdata   [CHANNELS];
    logic   [DWIDTH-1:0]    wdata   [CHANNELS];
    logic                   resp    [CHANNELS];
    bit                     error = 1'b0;
    modport dut (
        input               clk,
        input               rst,
        output              addr,
        output              rmask,
        output              wmask,
        input               rdata,
        output              wdata,
        input               resp
    );
    modport mem (
        input               clk,
        input               rst,
        input               addr,
        input               rmask,
        input               wmask,
        output              rdata,
        input               wdata,
        output              resp,
        output              error
    );
    modport mon (
        input               clk,
        input               rst,
        input               addr,
        input               rmask,
        input               wmask,
        input               rdata,
        input               wdata,
        input               resp,
        output              error
    );
endinterface
interface mem_itf_wo_mask #(
    parameter               CHANNELS = 1,
    parameter               DWIDTH = 32
)(
    input   bit             clk,
    input   bit             rst
);
    logic   [31:0]          addr    [CHANNELS];
    logic                   read    [CHANNELS];
    logic                   write   [CHANNELS];
    logic   [DWIDTH-1:0]    rdata   [CHANNELS];
    logic   [DWIDTH-1:0]    wdata   [CHANNELS];
    logic                   resp    [CHANNELS];
    bit                     error = 1'b0;
    modport dut (
        input               clk,
        input               rst,
        output              addr,
        output              read,
        output              write,
        input               rdata,
        output              wdata,
        input               resp
    );
    modport mem (
        input               clk,
        input               rst,
        input               addr,
        input               read,
        input               write,
        output              rdata,
        input               wdata,
        output              resp,
        output              error
    );
    modport mon (
        input               clk,
        input               rst,
        input               addr,
        input               read,
        input               write,
        input               rdata,
        input               wdata,
        input               resp,
        output              error
    );
endinterface
interface mem_itf_banked(
    input   bit             clk,
    input   bit             rst
);
    logic   [31:0]          addr;
    logic                   read;
    logic                   write;
    logic   [63:0]          wdata;
    logic                   ready;
    logic   [31:0]          raddr;
    logic   [63:0]          rdata;
    logic                   rvalid;
    bit                     error = 1'b0;
    modport dut (
        input               clk,
        input               rst,
        output              addr,
        output              read,
        output              write,
        output              wdata,
        input               ready,
        input               raddr,
        input               rdata,
        input               rvalid
    );
    modport mem (
        input               clk,
        input               rst,
        input               addr,
        input               read,
        input               write,
        input               wdata,
        output              ready,
        output              rdata,
        output              raddr,
        output              rvalid,
        output              error
    );
    modport mon (
        input               clk,
        input               rst,
        input               addr,
        input               read,
        input               write,
        input               wdata,
        input               ready,
        input               rdata,
        input               raddr,
        input               rvalid,
        input               error
    );
endinterface
interface mon_itf#(
            parameter       CHANNELS = 1
)(
    input   bit             clk,
    input   bit             rst
);
            logic           valid     [CHANNELS];
            logic   [63:0]  order     [CHANNELS];
            logic   [31:0]  inst      [CHANNELS];
            logic   [4:0]   rs1_addr  [CHANNELS];
            logic   [4:0]   rs2_addr  [CHANNELS];
            logic   [31:0]  rs1_rdata [CHANNELS];
            logic   [31:0]  rs2_rdata [CHANNELS];
            logic   [4:0]   rd_addr   [CHANNELS];
            logic   [31:0]  rd_wdata  [CHANNELS];
                logic   [5:0]   frs1_addr [CHANNELS];
                logic   [5:0]   frs2_addr [CHANNELS];
                logic   [5:0]   frs3_addr [CHANNELS];
                logic   [31:0]  frs1_rdata[CHANNELS];
                logic   [31:0]  frs2_rdata[CHANNELS];
                logic   [31:0]  frs3_rdata[CHANNELS];
                logic   [5:0]   frd_addr  [CHANNELS];
                logic   [31:0]  frd_wdata [CHANNELS];
            logic   [31:0]  pc_rdata  [CHANNELS];
            logic   [31:0]  pc_wdata  [CHANNELS];
            logic   [31:0]  mem_addr  [CHANNELS];
            logic   [3:0]   mem_rmask [CHANNELS];
            logic   [3:0]   mem_wmask [CHANNELS];
            logic   [31:0]  mem_rdata [CHANNELS];
            logic   [31:0]  mem_wdata [CHANNELS];
            bit             halt  = 1'b0;
            bit             error = 1'b0;
endinterface
module dp_ff_array #(
            parameter               S_INDEX     = 4,
            parameter               WIDTH       = 1
)(
    input   logic                   clk0,
    input   logic                   rst0,
    input   logic                   csb0,
    input   logic                   web0,
    input   logic   [S_INDEX-1:0]   addr0,
    input   logic   [WIDTH-1:0]     din0,
    output  logic   [WIDTH-1:0]     dout0,
    input   logic                   csb1,
    input   logic                   web1,
    input   logic   [S_INDEX-1:0]   addr1,
    input   logic   [WIDTH-1:0]     din1,
    output  logic   [WIDTH-1:0]     dout1
);
            localparam              NUM_SETS    = 2**S_INDEX;
            logic                   csb0_reg;
            logic                   web0_reg;
            logic   [S_INDEX-1:0]   addr0_reg;
            logic   [WIDTH-1:0]     din0_reg;
            logic                   csb1_reg;
            logic                   web1_reg;
            logic   [S_INDEX-1:0]   addr1_reg;
            logic   [WIDTH-1:0]     din1_reg;
            logic   [WIDTH-1:0]     internal_array [NUM_SETS];
    always_ff @(posedge clk0) begin
        if (rst0) begin
            web0_reg  <= 1'b1;
            addr0_reg <= 'x;
            din0_reg  <= 'x;
            web1_reg  <= 1'b1;
            addr1_reg <= 'x;
            din1_reg  <= 'x;
            {csb0_reg, csb1_reg} <= '1;
        end else begin
            if (!csb0) begin
                web0_reg  <= web0;
                addr0_reg <= addr0;
                din0_reg  <= din0;
            end
            if (!csb1) begin
                web1_reg  <= web1;
                addr1_reg <= addr1;
                din1_reg  <= din1;
            end
            {csb0_reg, csb1_reg} <= {csb0, csb1};
        end
    end
    always_ff @(posedge clk0) begin
        if (rst0) begin
            for (integer i = 0; i < NUM_SETS; i++) begin
                internal_array[i] <= '0;
            end
        end else begin
            case ({web1_reg, web0_reg})
                2'b00: begin
                    if (addr0_reg == addr1_reg) begin
                        internal_array[addr0_reg] <= 'x;
                    end else begin
                        internal_array[addr1_reg] <= din1_reg;
                        internal_array[addr0_reg] <= din0_reg;
                    end
                end
                2'b01: internal_array[addr1_reg] <= din1_reg;
                2'b10: internal_array[addr0_reg] <= din0_reg;
            endcase
        end
    end
    always_comb begin 
        dout0 = (~csb0_reg && ~web1_reg && (addr1_reg == addr0_reg)) ? din1_reg : internal_array[addr0_reg];
        dout1 = internal_array[addr1_reg];
    end
endmodule : dp_ff_array
### design/flow/run.sh
#!/bin/bash
# OpenROAD 26Q1-2900-gdf79404cd8, Yosys 0.63+post, stock flow scripts
make -C /OpenROAD-flow-scripts/flow DESIGN_CONFIG=/design/flow/config.mk WORK_HOME=/design/flow/orfs finish
==> flow_summary.toml <==
# flow metrics
[synth]
yosysUniqueCellTypes = 28
synth_top_cell_by_area = "edfxtp_1"
top_cells_by_area = "edfxtp_1 (40%), dfxtp_1 (11%), mux4_2 (7.0%)"
edf_count = 26
top_area_frac = 0.404
synth_flops = 37
synth.avg_cell_area_um2 = 11.8
syn_inst = 164
yosysChipArea_mm2 = 0.00193
synth-main-ff-cell = "edfxtp_1"
async_flop_share = 0
syn-cell-area_mm2 = 0.00193
yosys_cells = 164
yosysWarnings = 1
seq_area_frac_synth = 0.518

[placed_design]
hpwlAfterDp_mm = 3.36
dp_cells = 231
place_area_mm2 = 0.00222
numPortBuffers = 17
globalplace.congestion = 0.948

[worst_hold_path]
holdPathEnd = "web1_reg$_SDFFE_PP1N_"
hold_path.class = "flip-flop to flip-flop"
holdPathStages = 1
min_from = "web1_reg$_SDFFE_PP1N_"

[global_routing]
grt_pass1_wl_mm = 7.36
grt_pass1_vias = 1454
grt-ovfl-total = 0
grtUsageTotal = 0.264
grt_antenna_before_repair = 0
grt_max_degree = 17

[status]
outcome = "complete, but fails checks"
violations = "setup timing"

[detailed_routing]
vias_per_cell = 6.34
dr.first_iter.drc_count = 152
dr_total_vias = 1516
drc = 0
wirelength_mm = 4.47
wl_per_cell_um = 18.7
ant_nets = 0
dr.pass1.iters = 5
num_antenna_cells = 0

[sta]
tightest_slew_ns = 0.419
hold_violations = 0
skew_ns = 0.00407
finalCritPeriodShare = 1.05
finalMaxSlewViolations = 0
max_freq_ghz = 0.383
setup_viol = 1
fin_ws_ns = -0.114
grt_setup_unrepaired = "true"
min_period_ns = 2.61
max-slew-margin-rel = 0.721
fin_hold_ws_ns = 0.492

[pwr]
leakagePower_nw = 0.792
power_density_mw_per_mm2 = 632
vdd_ir_drop_max_mv = 0.661

[clock_tree]
clk_path_buf_depth = 2
cts_tree = "built"
cts.sinks = 37
cts_buffers = 5
h-tree-depth = 2
insertion_delay_ns = 0.29
post_cts_buffers = 0
path_clk_slew_ns = 0.07
ctsHoldBuffers = 0
clockRootBuffer = "clkbuf_8"

[worst_setup_path]
startpoint_type = "flip-flop"
required_ns = 2.00
r2r-start = "addr0_reg[0]$_DFFE_PN_"
crit_type = "flip-flop to primary output"
cp-end-kind = "primary output"
r2r_setup_slack_ns = 0.70
crit_arrival_ns = 2.11
r2r_cells = 6
r2r-end = "internal_array[12]$_DFFE_PP_"
path_max_fanout = 2

[floorplanning]
dieArea_mm2 = 0.00411
initCoreUtil = 0.523
rows = 22
die_w_um = 64.1
fp.dieH_um = 64.1
io_pins = 18
core-area_mm2 = 0.00369

[cells_and_area]
stdcell_count = 239
mostFrequentLayoutCells = "edfxtp_1 (26), o21ai_0 (18), o22ai_1 (16)"
fin_util = 0.631
layout-drive-gt1-share = 0.230
design_area_mm2 = 0.00233
final_common_cell = "edfxtp_1"
area_growth_pct = 20.5
nFillCells = 280

[job]
tool_warnings = 28
maxCapViolations = 0
## power by group
part | internal, W | total (W) | switching, W
Combinational | 0.000120 | 0.000215 | 0.0000949
Clock | 0.000298 | 0.000512 | 0.000214
Sequential | 0.000699 | 0.000745 | 0.0000454
Total | 0.00112 | 0.00147 | 0.000354
## repair_timing
action                                  4_1_cts  5_1_grt
endpoints found under the setup margin        2        2
endpoints found under the hold margin         0        0
resized                                      13        1
## how the worst max path moves through the flow
stage | startpoint | to
after CTS | internal_array[10]$_DFFE_PP_ | dout0[0]
after global routing | flip-flop | dout0[0]
final | internal_array[10]$_DFFE_PP_ | dout0[0]
## Yosys cell counts, types with 2 or more instances
cell type,number
nand2_1,8
edfxtp_1,26
a21oi_1,12
mux4_1,4
clkbuf_1,11
mux4_2,6
nand2b_1,5
mux2_2,7
nand3b_1,3
inv_1,2
nor2_1,4
or2_2,2
dfxtp_1,11
nor3_1,2
o21ai_0,18
o22ai_1,16
nor2b_1,4
a31oi_1,4
xnor2_1,4
o2111ai_1,4
nand3_1,3
a211o_1,2
## final cells by class
cell class                      count  area [um^2]  area share
Clock buffer                        5         68.8      0.0296
Clock inverter                      3         46.3      0.0199
Inverter                            2         7.51     0.00323
Multi-Input combinational cell    113          866       0.372
Sequential cell                    37         1010       0.433
Tap cell                           48         60.1      0.0258
Timing Repair Buffer               31          270       0.116
## worst max-delay path, cell delays in order, from the launching register on
cell	delay, ns
edfxtp_1	0.43
mux4_2	0.48
mux4_2	0.53
mux2_4	0.29
buf_2	0.11
## metal layers
metal | vias to the layer above | global-route usage | wire [um]
met2 | 104 | 0.404 | 2010
met3 | 18 | 0.0942 | 527
met1 | 694 | 0.407 | 1810
met5 | - | 0 | 0
li1 | 700 | - | -
met4 | 0 | 0.0361 | 130
## per-stage QoR
step                      setup slack, ns  power [W]  setup TNS [ns]
after floorplan                     0.375   0.000874               0
after global placement             -0.135   0.000964          -0.135
after detailed placement           -0.183   0.000969          -0.183
after CTS                          -0.108    0.00148          -0.108
after global routing               -0.166    0.00153          -0.166
final                              -0.114    0.00147          -0.114
## cells by family after synthesis
group,Yosys count,share of synthesized area
muxes,17,0.165
xor gates and xnor gates,4,0.0181
AOI/OAI and AO/OA,56,0.170
and+or+nand+nor,36,0.101
buffers and inverters,14,0.0272
DFF,37,0.518
No activity file was given, so power comes from the tool's default toggle rates.
