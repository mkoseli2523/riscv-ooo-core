==> ./design.v <==
interface mem_itf_w_mask #(
    parameter               CHANNELS = 1,
    parameter               DWIDTH = 32,
    parameter               MWIDTH = DWIDTH / 8
)(
    input   bit             clk,
    input   bit             rst
);
    logic   [31:0]          addr    [CHANNELS];
    logic   [MWIDTH-1:0]    rmask   [CHANNELS];
    logic   [MWIDTH-1:0]    wmask   [CHANNELS];
    logic   [DWIDTH-1:0]    rdata   [CHANNELS];
    logic   [DWIDTH-1:0]    wdata   [CHANNELS];
    logic                   resp    [CHANNELS];
    bit                     error = 1'b0;
    modport dut (
        input               clk,
        input               rst,
        output              addr,
        output              rmask,
        output              wmask,
        input               rdata,
        output              wdata,
        input               resp
    );
    modport mem (
        input               clk,
        input               rst,
        input               addr,
        input               rmask,
        input               wmask,
        output              rdata,
        input               wdata,
        output              resp,
        output              error
    );
    modport mon (
        input               clk,
        input               rst,
        input               addr,
        input               rmask,
        input               wmask,
        input               rdata,
        input               wdata,
        input               resp,
        output              error
    );
endinterface
interface mem_itf_wo_mask #(
    parameter               CHANNELS = 1,
    parameter               DWIDTH = 32
)(
    input   bit             clk,
    input   bit             rst
);
    logic   [31:0]          addr    [CHANNELS];
    logic                   read    [CHANNELS];
    logic                   write   [CHANNELS];
    logic   [DWIDTH-1:0]    rdata   [CHANNELS];
    logic   [DWIDTH-1:0]    wdata   [CHANNELS];
    logic                   resp    [CHANNELS];
    bit                     error = 1'b0;
    modport dut (
        input               clk,
        input               rst,
        output              addr,
        output              read,
        output              write,
        input               rdata,
        output              wdata,
        input               resp
    );
    modport mem (
        input               clk,
        input               rst,
        input               addr,
        input               read,
        input               write,
        output              rdata,
        input               wdata,
        output              resp,
        output              error
    );
    modport mon (
        input               clk,
        input               rst,
        input               addr,
        input               read,
        input               write,
        input               rdata,
        input               wdata,
        input               resp,
        output              error
    );
endinterface
interface mem_itf_banked(
    input   bit             clk,
    input   bit             rst
);
    logic   [31:0]          addr;
    logic                   read;
    logic                   write;
    logic   [63:0]          wdata;
    logic                   ready;
    logic   [31:0]          raddr;
    logic   [63:0]          rdata;
    logic                   rvalid;
    bit                     error = 1'b0;
    modport dut (
        input               clk,
        input               rst,
        output              addr,
        output              read,
        output              write,
        output              wdata,
        input               ready,
        input               raddr,
        input               rdata,
        input               rvalid
    );
    modport mem (
        input               clk,
        input               rst,
        input               addr,
        input               read,
        input               write,
        input               wdata,
        output              ready,
        output              rdata,
        output              raddr,
        output              rvalid,
        output              error
    );
    modport mon (
        input               clk,
        input               rst,
        input               addr,
        input               read,
        input               write,
        input               wdata,
        input               ready,
        input               rdata,
        input               raddr,
        input               rvalid,
        input               error
    );
endinterface
interface mon_itf#(
            parameter       CHANNELS = 1
)(
    input   bit             clk,
    input   bit             rst
);
            logic           valid     [CHANNELS];
            logic   [63:0]  order     [CHANNELS];
            logic   [31:0]  inst      [CHANNELS];
            logic   [4:0]   rs1_addr  [CHANNELS];
            logic   [4:0]   rs2_addr  [CHANNELS];
            logic   [31:0]  rs1_rdata [CHANNELS];
            logic   [31:0]  rs2_rdata [CHANNELS];
            logic   [4:0]   rd_addr   [CHANNELS];
            logic   [31:0]  rd_wdata  [CHANNELS];
                logic   [5:0]   frs1_addr [CHANNELS];
                logic   [5:0]   frs2_addr [CHANNELS];
                logic   [5:0]   frs3_addr [CHANNELS];
                logic   [31:0]  frs1_rdata[CHANNELS];
                logic   [31:0]  frs2_rdata[CHANNELS];
                logic   [31:0]  frs3_rdata[CHANNELS];
                logic   [5:0]   frd_addr  [CHANNELS];
                logic   [31:0]  frd_wdata [CHANNELS];
            logic   [31:0]  pc_rdata  [CHANNELS];
            logic   [31:0]  pc_wdata  [CHANNELS];
            logic   [31:0]  mem_addr  [CHANNELS];
            logic   [3:0]   mem_rmask [CHANNELS];
            logic   [3:0]   mem_wmask [CHANNELS];
            logic   [31:0]  mem_rdata [CHANNELS];
            logic   [31:0]  mem_wdata [CHANNELS];
            bit             halt  = 1'b0;
            bit             error = 1'b0;
endinterface
module sp_ff_array_dp #(
            parameter               S_INDEX     = 4,
            parameter               WIDTH       = 1
)(
    input   logic                   clk,
    input   logic                   rst,
    input   logic                   csb0,
    input   logic                   web0,
    input   logic   [S_INDEX-1:0]   addr0,
    input   logic   [WIDTH-1:0]     din0,
    output  logic   [WIDTH-1:0]     dout0,
    input   logic                   csb1,
    input   logic                   web1,
    input   logic   [S_INDEX-1:0]   addr1,
    input   logic   [WIDTH-1:0]     din1,
    output  logic   [WIDTH-1:0]     dout1
);
            localparam              NUM_SETS    = 2**S_INDEX;
            logic                   web0_reg;
            logic   [S_INDEX-1:0]   addr0_reg;
            logic   [WIDTH-1:0]     din0_reg;
            logic                   web1_reg;
            logic   [S_INDEX-1:0]   addr1_reg;
            logic   [WIDTH-1:0]     din1_reg;
            logic   [WIDTH-1:0]     internal_array [NUM_SETS];
    always_ff @(posedge clk) begin
        if (rst) begin
            web0_reg  <= 1'b1;
            addr0_reg <= 'x;
            din0_reg  <= 'x;
            web1_reg  <= 1'b1;
            addr1_reg <= 'x;
            din1_reg  <= 'x;
        end else begin
            if (!csb0) begin
                web0_reg  <= web0;
                addr0_reg <= addr0;
                din0_reg  <= din0;
            end
            if (!csb1) begin
                web1_reg  <= web1;
                addr1_reg <= addr1;
                din1_reg  <= din1;
            end
        end
    end
    always_ff @(posedge clk) begin
        if (rst) begin
            for (integer i = 0; i < NUM_SETS; i++) begin
                internal_array[i] <= '0;
            end
        end else begin
            if (!web0_reg) begin
                internal_array[addr0_reg] <= din0_reg;
            end
            if (!web1_reg) begin
                internal_array[addr1_reg] <= din1_reg;
            end
        end
    end
    always_comb begin
        dout0 = internal_array[addr0_reg];
        dout1 = internal_array[addr1_reg];
    end
endmodule : sp_ff_array_dp
==> ./run.sh <==
#!/bin/bash
# OpenROAD 26Q1-2900-gdf79404cd8, Yosys 0.63+post, stock flow scripts
make -C /OpenROAD-flow-scripts/flow DESIGN_CONFIG=/design/flow/config.mk WORK_HOME=/design/flow/orfs finish
==> ./config.mk <==
export PLATFORM = sky130hd
export DESIGN_NAME = sp_ff_array_dp
export DESIGN_NICKNAME = sp_ff_array_dp
export VERILOG_FILES = /design/flow/design.v
export SDC_FILE = /design/flow/constraint.sdc
export NUM_CORES = 4
export LEC_CHECK = 1
export CORE_UTILIZATION = 30
==> ./constraint.sdc <==
current_design sp_ff_array_dp

set clk_period 2.8
set clk_io_pct 0.2

create_clock -name clk0 -period $clk_period [get_ports {clk}]

set non_clock_inputs [all_inputs -no_clocks]
set_input_delay [expr $clk_period * $clk_io_pct] -clock clk0 $non_clock_inputs
set_output_delay [expr $clk_period * $clk_io_pct] -clock clk0 [all_outputs]
==> results.toml <==
# flow metrics
[run_status]
outcome = "finished clean"

[critical_path]
cp-start-kind = "register"
slowest_stage = "mux4_2"
cp_max_fo = 4
critPathArrivalTime_ns = 2.01
end_kind = "output port"
cp_slowest_stage_delay_ns = 0.56
critical_path_required_ns = 2.24
path_class = "register to output port"
crit_chain = "mux4_2, mux2i_1, mux2i_1, clkdlybuf4s50_1"
cp_common_cell = "mux2i_1"

[clocking]
clockBufferDepth = 2
cts-root-buf = "clkbuf_8"
clkSlewWorstSetupHoldPaths_ns = 0.07
postCtsResizedCells = 0
post-cts-setup-buffer-count = 0
cts_max_level = 2
numCtsBuffers = 5
holdBufCountCts = 0
clk_latency_ns = 0.29
cts_tree = "done"
clkSinkCount = 36

[floorplanning]
core_mm2 = 0.00676
placementRows = 30
die_h_um = 85.5
die_x_um = 85.5
initCoreUtil = 0.310
die_area_mm2 = 0.00731
io_pins = 18

[sta]
final.setup.worst_slack_ns = 0.234
setup_viol = 0
fin_worst_skew_ns = 0.00700
fin_crit_sh = 0.916
hold-worst-slack_ns = 0.540
period_minus_slack_ns = 2.57
max_freq_mhz = 390
final-max-slew-violation-count = 0
fin_tns_setup_ns = 0
tightestPinTransition_ns = 0.554
timing.final.hold_violations = 0
rsz0062_at_grt = "false"
max-slew-margin-rel = 0.631

[synth]
syn_area_mm2 = 0.00209
syn_area_per_cell_um2 = 12.2
ys_seq_elements = 36
netlist-cell-type-count = 35
ys_warn_count = 1
syn_inst = 171
ys_area_mm2 = 0.00209
ys_cells = 171
ys_seq_frac = 0.469

[routing]
routed_wl_mm = 4.53
viasPerCell = 5.51
insertedDiodeCount = 0
first_pass_iters = 4
maxUsedRoutingLayer = "met4"
met3_wirelength_um = 213
wl_met1_mm = 2.18
ant_nets = 0
route.detailed.drc = 0
dr_total_vias = 1454
wire_per_inst_um = 17.2
wl_met2_mm = 2.06
drt-initial-drc-count = 84

[global_route]
grt_max_degree = 17
grt_usage = 0.132
grt_pass1_vias = 1305
antenna_found_initial = 0
overflow = 0
grt_pass1_wl_mm = 7.09

[flow_run]
cap_violations = 0
warnings = 25

[cells_and_area]
final_cell_area_mm2 = 0.00239
post-route-util = 0.354
syn_to_final_growth_pct = 14.2
fillers = 674
drive_gt1_frac = 0.207

[pwr]
peakVddDrop_v = 0.000253
powerDensity_mw_per_mm2 = 490
leakagePower_nw = 0.815

[place]
dp_worst_setup_slack_ns = 0.216
gp_congestion = 0.824
io_buffers = 17
dpl.hpwl_mm = 3.24
dpl_cell_area_mm2 = 0.00231

[hold_path]
min_path_type = "register to register"
## worst paths after layout
check,from,to,slack [ns],depth (start not counted)
worst max-delay path,register,dout1[0],0.23,4
worst min-delay path,web0_reg,web0_reg,0.54,2
worst max register to register,addr1_reg[1],internal_array[1],0.83,3
worst min register to register,web0_reg,web0_reg,0.54,2
## power breakdown
| group | internal [mW] | switching (mW) | total [mW] | leakage (nW) |
|---|---|---|---|---|
| registers | 0.609 | 0.0576 | 0.667 | 0.352 |
| logic | 0.0910 | 0.0613 | 0.152 | 0.424 |
| clock network | 0.173 | 0.179 | 0.352 | 0.0399 |
| total | 0.873 | 0.298 | 1.17 | 0.815 |
## cells in the final DEF, fill, tap and decap left out, drive strengths merged, types with 3 or more instances in the layout
cell and instances:
mux2 20, buf 5, mux2i 8, clkdlybuf4s50 17, clkbuf 7, mux4 8
nand2b 4, or4b 4, or3 3, dfxtp 10, nor3 6, nand2 6
o31ai 4, nor2 25, edfxtp 26, o221ai 12, nand3 4
## Yosys cell counts, drive strengths merged
cell type  instances  share of area
edfxtp            26           0.37
nor2              25          0.052
mux2              20           0.11
o221ai            12          0.050
clkbuf            10          0.018
dfxtp             10          0.096
mux2i              8          0.038
mux4               8          0.086
buf                7          0.026
nand2              6          0.012
nor3               6          0.019
nand2b             4          0.012
nand3              4         0.0096
o31ai              4          0.014
or4b               4          0.021
or3                3         0.0090
nand3b             2         0.0072
nand4bb            2          0.011
or4                2         0.0090
a211oi             1         0.0036
a21oi              1         0.0024
a31o               1         0.0042
inv                1         0.0018
nor2b              1         0.0030
nor4               1         0.0030
nor4b              1         0.0072
or3b               1         0.0042
## cell families after synthesis
logic type      Yosys count  synth area share
compound gates           19            0.0748
buf+inv                  18            0.0455
simple gates             62             0.179
flops                    36             0.469
mux                      36             0.232
## per-stage QoR
stage | power (mW) | instances
6_report | 1.17 | 264
5_1_grt | 1.22 | 264
4_1_cts | 1.18 | 264
3_5_place_dp | 0.831 | 256
3_3_place_gp | 0.830 | 256
2_1_floorplan | 0.759 | 171
## worst max-delay path, delay by kind of cell, from the launching register on
family                 cells  cell delay (ns)
buffers and inverters      1             0.41
flip-flops                 1             0.51
multiplexers               3             0.80
## routing by layer
| metal | up-vias | GRT usage |
|---|---|---|
| met3 | 9 | 0.0254 |
| met1 | 709 | 0.210 |
| met4 | 0 | 0.0136 |
| met2 | 44 | 0.206 |
| met5 | - | 0 |
| li1 | 692 | - |
## layout make-up
type                    count  area, µm²  area share
clock buffers               7       76.3      0.0320
clock inverters             1       3.75     0.00157
inverters                   1       3.75     0.00157
multi-input cells         117       1020       0.425
flip-flops and latches     36        981       0.411
well taps                  80        100      0.0419
repair buffers             22        208      0.0870
Power and IR drop assume default switching activity.
